==> design.v <==
module i2c_master(
    inout sda,
    output scl,
    input logic clk,
    input logic rst,
    input logic[6:0] addr,
    input logic[7:0] data,
    input logic en,
    input logic rw,
    output reg[7:0] data_out,
    output logic ready,
    output logic read_data
    );
    assign read_data = sda;
    localparam IDLE_STATE = 0;
    localparam START_STATE = 1;
    localparam ADDR_STATE = 2;
    localparam READ_ACK = 3;
    localparam WRITE_DATA = 4;
    localparam WRITE_ACK = 5;
    localparam READ_DATA = 6;
    localparam READ_ACK2 = 7;
    localparam STOP_STATE = 8;
    reg[7:0] state;
    reg[7:0] save_data;
    reg[7:0] save_addr;
    reg[7:0] counter;
    reg write_enable;
    reg sda_out;
    reg i2c_scl_enable = 0;
    reg i2c_clk =1;
    reg [6:0] clk_count;
    assign ready = ((rst == 0) && (state == IDLE_STATE)) ? 1 : 0;
    assign scl = (i2c_scl_enable == 0) ? 1 : i2c_clk;
    assign sda = (write_enable == 1) ? sda_out : 'bz;
  initial begin
  state = IDLE_STATE;
  clk_count=0;
 end
    always @(posedge clk) begin
        if (rst) begin 
            i2c_clk = 1;
        end
        else begin
            if(clk_count==127)
                begin
                i2c_clk = ~i2c_clk;
                clk_count=0;
                end
            else clk_count=clk_count+1;
        end
    end
    always @(negedge i2c_clk, posedge rst) begin
  if(rst == 1) begin
   i2c_scl_enable <= 0;
  end else begin
   if ((state == IDLE_STATE) || (state == START_STATE) || (state == STOP_STATE)) begin
    i2c_scl_enable <= 0;
   end else begin
    i2c_scl_enable <= 1;
   end
  end
 end
    always @(posedge i2c_clk) begin
        if (rst) begin
            counter = 0;
        end
        else begin
            case(state) 
                IDLE_STATE : begin
                    if (en) begin
                        state = START_STATE;
                        save_addr = {addr,rw};
                        save_data = data;
                    end
                    else state = IDLE_STATE;
                end
                START_STATE : begin
                    counter = 7;
                    state = ADDR_STATE;
                end
                ADDR_STATE : begin
                    if (counter == 0) begin
                        state = READ_ACK;
                    end
                    else begin
                        counter = counter -1;
                    end
                end
                READ_ACK : begin
                        counter = 7;
                        if (save_addr[0] == 0) begin
                            state = WRITE_DATA;
                        end
                        else state = READ_DATA;
                end
                WRITE_DATA : begin
                    if (counter == 0) begin
                        state = READ_ACK2;
                    end
                    else begin
                        counter = counter - 1;
                    end
                end
                WRITE_ACK : begin
                    state = STOP_STATE;
                end
                READ_DATA : begin
                    data_out[counter] = sda;
                    if (counter == 0 )begin
                            state = READ_ACK2;
                        counter=7;
                    end
                    else counter = counter -1;
                end
                READ_ACK2 : begin
                    if ((sda==0) && (en == 1)) begin
                        state = READ_DATA;
                    end
                    else state = STOP_STATE;
                end
                STOP_STATE : begin
                    state = IDLE_STATE;
                end
            endcase
        end
    end
always @(negedge i2c_clk) begin
    case(state)
        START_STATE : begin
            write_enable = 1;
            sda_out = 0;
        end
        ADDR_STATE : begin  
            sda_out = save_addr[counter];
        end
        READ_ACK : begin
            write_enable = 0;
        end
        WRITE_DATA : begin
            write_enable = 1;
            sda_out = save_data[counter];
        end
        READ_ACK2 : begin
            write_enable = 0;
        end
        WRITE_ACK : begin
            write_enable = 1;
            sda_out = 0;
        end
        STOP_STATE : begin
            write_enable = 1;
            sda_out = 1;
        end
        READ_DATA : begin
            write_enable = 0;
        end
    endcase
    end
endmodule
module i2c_top(
inout sda,
    output scl,
    input logic clk,
    input logic rst,
    input logic en,
    input logic rw,
    output reg[7:0] data_out,
    output logic ready,
    output logic read_data
    );
logic[6:0] addr = 7'b1100010;
logic[7:0] data = 8'b10111010;
i2c_master uut(sda,scl,clk,rst,addr,data,en,rw,data_out,ready,read_data);
endmodule
==> run.sh <==
#!/bin/bash
# OpenROAD 26Q1-2900-gdf79404cd8, Yosys 0.63+post, stock flow scripts
make -C /OpenROAD-flow-scripts/flow DESIGN_CONFIG=/design/flow/config.mk WORK_HOME=/design/flow/orfs finish
==> config.mk <==
export PLATFORM = sky130hd
export DESIGN_NAME = i2c_top
export DESIGN_NICKNAME = i2c_top
export VERILOG_FILES = /design/flow/design.v
export SDC_FILE = /design/flow/constraint.sdc
export NUM_CORES = 4
export LEC_CHECK = 1
export CORE_UTILIZATION = 30
==> constraint.sdc <==
current_design i2c_top

set clk_period 2.4
set clk_io_pct 0.2

create_clock -name clk0 -period $clk_period [get_ports {clk}]

set non_clock_inputs [all_inputs -no_clocks]
set_input_delay [expr $clk_period * $clk_io_pct] -clock clk0 $non_clock_inputs
set_output_delay [expr $clk_period * $clk_io_pct] -clock clk0 [all_outputs]
==> job_summary.md <==
## Implementation flow summary

| Metric | Value |
|---|---|
| Die Height | `81.1 um` |
| Stop err | `[error] [KeplerFormal.cpp:679] Workflow failed: Iso has multiple drivers: .sda0, sda$_DFFE_NP_.Q0` |
| IO buf count | `14` |
| Top cells by area | `edfxtp_1 (34%), dfxtp_1 (9.6%), xor2_1 (4.2%)` |
| Yosys Chip Area | `0.00188 mm^2` |
| Synth flops | `31` |
| Run status | `stopped before the end` |
| Synth Area per Inst | `9.79 um^2` |
| Register area share after synthesis | `44.5%` |
| Post-DP HPWL | `2580 um` |
| Placement Setup Slack | `0.337 ns` |
| CTS root buf | `clkbuf_8` |
| Register pins left without a clock | `23` |
| Ys Warns | `3` |
| CTS resizes | `0` |
| Dominant cell area share | `33.6%` |
| Final GP Congestion | `0.802` |
| Site Rows | `28` |
| Cell Area, Synth | `0.00188 mm^2` |
| Hold buffers post-CTS | `0` |
| Cell Type Count | `54` |
| Die width | `81.1 um` |
| Stop stage | `clock tree synthesis (4_1_cts)` |
| Asr flop ratio synth | `3.23%` |
| # H-tree levels | `1` |
| Post-synthesis instance total | `192` |
| Fp util | `31.4%` |
| CTS max path bufs | `2` |
| Most used DFF post-synth | `edfxtp_1` |
| TritonCTS Buffers | `3` |
| Post-synth top area cell | `edfxtp_1` |
| I/O pins | `16` |
| Post-CTS setup buffers | `0` |
| Number of unconstrained endpoints | `46` |
| Ys cells | `192` |
| Flip-flops with a built-in enable | `21` |
-- logic make-up after synthesis --
kind of cell	count (synthesis)	share of synthesized area (%)
flip-flops	31	44.5
adder cells (fa/ha/maj)	4	2.66
buffers and inverters	21	4.99
AND-OR/OR-AND	44	15.4
multiplexers	6	3.73
AND/OR/NAND/NOR	74	23.2
XOR/XNOR	12	5.59
-- cell usage after synthesis (2+ instances only) --
master	instances
edfxtp_1	21
nand2_1	15
nor2_1	13
a21oi_1	10
o21ai_0	10
dfxtp_1	9
xor2_1	9
inv_1	8
nor3_1	8
clkbuf_1	7
nand2b_1	5
nand3_1	5
a211oi_1	4
a311oi_1	4
ha_1	4
o31ai_1	4
buf_2	3
nor2b_1	3
o21ai_1	3
xnor2_1	3
and3_1	2
mux2_1	2
mux2_2	2
nand3b_1	2
nor3b_1	2
nor4_1	2
o211ai_1	2
or2_0	2
or2_2	2
or3_4	2
-- per-stage QoR --
| stage | hold WS [ns] | std cells | instance area (um^2) |
|---|---|---|---|
| after floorplan | 0.543 | 192 | 1880 |
| after global placement | 0.569 | 272 | 2080 |
| after detailed placement | 0.575 | 272 | 2080 |
